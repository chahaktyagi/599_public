**/design/flow/design.v**
```verilog
module EX (
    input clk,
    input rst_n,
    input en,
    input stage_ID_EX__EX_regwrite,
    input stage_ID_EX__EX_memtoreg,
    input stage_ID_EX__EX_memread,
    input stage_ID_EX__EX_memwrite,
    input stage_ID_EX__EX_alusrc,
    input [1:0] stage_ID_EX__EX_aluop,
    input stage_ID_EX__EX_regdst,
    input stage_ID_EX__EX_sys_en,
    input [31:0]stage_ID_EX__EX_rs_data,
    input [31:0]stage_ID_EX__EX_rt_data,
    input [4:0]stage_ID_EX__EX_rs_id,
    input [4:0]stage_ID_EX__EX_rt_id,
    input [4:0]stage_ID_EX__EX_rd_id,
    input [31:0]stage_ID_EX__EX_sign_ext,
    input [2:0]stage_ID_EX__EX_funct3,
    input sys__EX_done,
    output reg stage_EX_MEM__MEM_regwrite,
    output reg stage_EX_MEM__MEM_memtoreg,
    output reg stage_EX_MEM__MEM_memread,
    output reg stage_EX_MEM__MEM_memwrite,
    output reg [31:0] stage_EX_MEM__MEM_alures,
    output reg [31:0] stage_EX_MEM__MEM_store_data,
    output reg [4:0]  stage_EX_MEM__MEM_rd_id,
    output EX__HDUbr_regwrite,
    output EX__HDU_memread,
    output [4:0] EX__HDU_HDUbr_rd_id,
    output reg  EX_stall_for_sys,
    input  FU__EX_rs_wb,
    input  FU__EX_rs_mem,
    input  FU__EX_rt_wb,
    input  FU__EX_rt_mem,
    input [31:0]  WB__EX_for_help,
    input [31:0]  MEM__EX_for_help
);
localparam S0 = 0;  
localparam S1 = 1;  
wire [31:0] FMP1_out_rs;
wire [31:0] FMP1_out_rt;
wire [31:0] FMP2_out_rs;
wire [31:0] FMP2_out_rt;
wire [31:0] alu_in_rs;
wire [31:0] alu_in_rt;
reg  [31:0] alu_res;
assign FMP1_out_rs = (FU__EX_rs_wb)?WB__EX_for_help:stage_ID_EX__EX_rs_data;
assign FMP1_out_rt = (FU__EX_rt_wb)?WB__EX_for_help:stage_ID_EX__EX_rt_data;
assign FMP2_out_rs = (FU__EX_rs_mem)?MEM__EX_for_help:FMP1_out_rs;
assign FMP2_out_rt = (FU__EX_rt_mem)?MEM__EX_for_help:FMP1_out_rt;
assign alu_in_rs = FMP2_out_rs;
assign alu_in_rt = (stage_ID_EX__EX_alusrc)?stage_ID_EX__EX_sign_ext:FMP2_out_rt;
always@* begin
    case ({stage_ID_EX__EX_aluop,stage_ID_EX__EX_funct3})
        5'b00000: alu_res = alu_in_rs+alu_in_rt;
        5'b01000: alu_res = alu_in_rs+alu_in_rt;
        5'b10000: alu_res = alu_in_rs-alu_in_rt;
        5'b01001: alu_res = alu_in_rs<<alu_in_rt[4:0];
        5'b01101: alu_res = alu_in_rs>>alu_in_rt[4:0];
        5'b10101: alu_res = alu_in_rs>>>alu_in_rt[4:0];
        5'b01100: alu_res = alu_in_rs^alu_in_rt;
        5'b01110: alu_res = alu_in_rs|alu_in_rt;
        5'b01111: alu_res = alu_in_rs&alu_in_rt;
        default: alu_res = 32'b0;   
    endcase
end
reg curr_state , next_state;
always@(posedge clk) begin
    if (!rst_n) begin
        curr_state <= 0;
        next_state <= 0;
    end
    else begin
        curr_state <= next_state;
    end
end
always@* begin
    next_state = curr_state;
    EX_stall_for_sys = 0;
    case(curr_state) 
        S0: begin
                if (stage_ID_EX__EX_sys_en) begin
                    next_state = S1;
                    EX_stall_for_sys = 1;
                end
        end
        S1: begin
                if(!sys__EX_done)
                    EX_stall_for_sys = 1;
                else begin
                    EX_stall_for_sys = 0;
                    next_state = curr_state;
                end
        end
    endcase
end
always@(posedge clk) begin
    if(!rst_n) begin
        stage_EX_MEM__MEM_regwrite <= 0;
        stage_EX_MEM__MEM_memtoreg <= 0;
        stage_EX_MEM__MEM_memread <= 0;
        stage_EX_MEM__MEM_memwrite <= 0;
        stage_EX_MEM__MEM_alures <= 0;
        stage_EX_MEM__MEM_store_data <= 0;
        stage_EX_MEM__MEM_rd_id <= 0;
    end
    else begin
        if(en) begin
            stage_EX_MEM__MEM_regwrite <= EX_stall_for_sys?0:stage_ID_EX__EX_regwrite;
            stage_EX_MEM__MEM_memtoreg <= EX_stall_for_sys?0:stage_ID_EX__EX_memtoreg;
            stage_EX_MEM__MEM_memread  <= EX_stall_for_sys?0:stage_ID_EX__EX_memread;
            stage_EX_MEM__MEM_memwrite <= EX_stall_for_sys?0:stage_ID_EX__EX_memwrite;
            stage_EX_MEM__MEM_alures   <= alu_res;
            stage_EX_MEM__MEM_store_data <= FMP2_out_rt;
            stage_EX_MEM__MEM_rd_id      <= stage_ID_EX__EX_regdst?stage_ID_EX__EX_rd_id:stage_ID_EX__EX_rt_id; 
        end
    end
end
assign EX__HDU_HDUbr_rd_id = stage_ID_EX__EX_regdst?stage_ID_EX__EX_rd_id:stage_ID_EX__EX_rt_id;
assign EX__HDU_memread = stage_ID_EX__EX_memread;
assign EX__HDUbr_regwrite = stage_ID_EX__EX_regwrite;
endmodule
```
**/design/flow/run.sh**
```bash
#!/bin/bash
# OpenROAD 26Q1-2900-gdf79404cd8, Yosys 0.63+post, stock flow scripts
make -C /OpenROAD-flow-scripts/flow DESIGN_CONFIG=/design/flow/config.mk WORK_HOME=/design/flow/orfs finish
```
**/design/flow/config.mk**
```make
export PLATFORM = sky130hd
export DESIGN_NAME = EX
export DESIGN_NICKNAME = EX
export VERILOG_FILES = /design/flow/design.v
export SDC_FILE = /design/flow/constraint.sdc
export NUM_CORES = 4
export LEC_CHECK = 1
export CORE_UTILIZATION = 30
```
**/design/flow/constraint.sdc**
```tcl
current_design EX

set clk_period 17.2
set clk_io_pct 0.2

create_clock -name clk0 -period $clk_period [get_ports {clk}]

set non_clock_inputs [all_inputs -no_clocks]
set_input_delay [expr $clk_period * $clk_io_pct] -clock clk0 $non_clock_inputs
set_output_delay [expr $clk_period * $clk_io_pct] -clock clk0 [all_outputs]
```
==> impl_metrics.ini <==
; synthesis and place-and-route metrics
[power]
power_density_nw_per_um2 = 61.6
comb_power_share_pct = 58.6
p_leak_nw = 6.60
intPower_mw = 0.529
total_power_mw = 0.982
seqPwrFrac_pct = 18.4
p_sw_share_pct = 46.2
p_clk_share_pct = 23.0
p_sw_mw = 0.454
vdd_drop_max_mv = 0.0409

[timing]
max-slew-margin-rel_pct = 35.3
hold_ws_ns = 0.460
slew_viol_final = 0
setup_viol = 0
finalClockPeriodUsage_pct = 57.1
hold_viol_final = 0
skew_ns = 0
timing.fmax_mhz = 102
rsz0062_at_grt = false
setup_ws_ns = 7.37
period_needed_ns = 9.83
tns_ns = 0
worst_pin_slew_ns = 0.960

[global_route]
grt_overflow = 0
grt_usage_pct = 29.5
grt_max_degree = 64
first_global_vias = 13500
antenna_found_initial = 0
grt_pass1_wl_um = 90300

[finish]
drive_gt1_share_pct = 7.16
layout-area-overhead-vs-synth_pct = 27.5
utilization_pct = 38.9
fillerInstances = 4240
lay_top_count = clkdlybuf4s50_1
layout_top_cells = clkdlybuf4s50_1, mux2i_1, nand2_1

[route]
top_layer = met4
drt_pass1_iterations = 5
vias_per_cell = 5.73
post-route-drc-count = 0
first_iter_violations = 1215
diodes = 0
num_vias = 14000
routed_wl_um = 61800
antenna_left = 0
routedWlPerCell_um = 25.3
wl_met2_um = 29500
wl_met1_um = 26200
route.met3.wl_um = 3730

[floorplanning]
die-area_um2 = 42500
die_h_um = 206
core-area_um2 = 40900
ios = 276
fp_util_pct = 30.5
die_w_um = 206
rows = 74

[synthesis]
yosysSeqAreaShare_pct = 11.7
ys_warn_count = 3
ys_seq_elements = 73
ys_cells = 1710
ys.flop_type = dfxtp_1
edf_count = 0
syn_inst = 1710
synth-async-reset-ratio_pct = 0
synth_top_area_share_pct = 17.5
syn-cell-area_um2 = 12500
synth.largest_area_cell = mux2i_1
synthTopCellsByArea = mux2i_1, dfxtp_1, ha_1
yosys_area_um2 = 12500
synthDistinctLibCells = 85
syn_avg_cell_area_um2 = 7.31

[clocking]
cts_tree = built
cts_setup_buffers = 0
holdBufCountCts = 0
cts_resized = 0
cts.sinks = 73
cts_max_path_buffers = 2
numCtsBuffers = 9
h-tree-depth = 3
clk_latency_ns = 0.38
path_clk_slew_ns = 0.06
clock_tree.root_cell = clkbuf_16

[placed_design]
place_congestion = 1.04
dp_hpwl_um = 49600
dp_slack_ns = 7.17
port_buffers = 269

[setup_path]
r2r-start = stage_EX_MEM__MEM_alures[22]$_SDFFE_PN0P_
start_kind = input port
path_max_fanout = 50
arrival_ns = 10.10
critPathRequiredTime_ns = 17.47
crit_start = stage_ID_EX__EX_alusrc
critPathKind = input port to flip-flop
end_kind = flip-flop

[run]
max_cap_viol_count = 0
tool_warnings = 65

[status]
outcome = finished, final reports clean

[worst_hold_path]
hold_path_class = flip-flop to flip-flop
worstHoldStart = stage_EX_MEM__MEM_alures[12]$_SDFFE_PN0P_
[metrics by stage]
step	instance area, um2	instances
2_1_floorplan	12500	1710
3_3_place_gp	15600	2429
3_5_place_dp	15600	2429
4_1_cts	15900	2445
5_1_grt	15900	2445
6_report	15900	2445
[path summary, 6_finish.rpt]
check	endpoint	slack, ns	depth (start not counted)
worst max-delay path	stage_EX_MEM__MEM_alures[30]$_SDFFE_PN0P_	7.37	21
worst min-delay path	stage_EX_MEM__MEM_alures[12]$_SDFFE_PN0P_	0.46	2
worst max register to register	stage_EX_MEM__MEM_alures[22]$_SDFFE_PN0P_	15.68	5
worst min register to register	stage_EX_MEM__MEM_alures[12]$_SDFFE_PN0P_	0.46	2
[cells in the mapped netlist, types with 16 or more instances]
library cell  count
a31oi_1          16
o21ai_0         106
buf_2            20
ha_1             97
nor2_1          130
clkbuf_1         74
or3_1            17
nor3_1           19
a211oi_1         27
xnor2_1          43
a21oi_1          99
inv_1            93
mux2i_1         219
mux2_2           30
a22oi_1          39
buf_1            19
dfxtp_1          73
o21a_1           38
nand3_1          26
o211ai_1         26
nor2b_1          46
nand2_1         188
[sequential cells by signal, indices dropped and copies added, names as in the netlist]
register                      cells
stage_EX_MEM__MEM_alures         32
stage_EX_MEM__MEM_store_data     32
stage_EX_MEM__MEM_regwrite        1
stage_EX_MEM__MEM_memread         1
stage_EX_MEM__MEM_rd_id           5
stage_EX_MEM__MEM_memtoreg        1
stage_EX_MEM__MEM_memwrite        1
[logic make-up after synthesis]
family / after synthesis / share of synthesized area [%]
compound gates: 514 / 27.9
buf+inv: 224 / 7.68
fa+ha+maj: 98 / 9.87
simple gates: 497 / 18.4
mux: 255 / 21.0
flops: 73 / 11.7
xor+xnor: 49 / 3.43
[power groups by stage]
stage	registers [mW]	clock network (mW)	logic [mW]
4_1_cts	0.181	0.233	0.566
5_1_grt	0.181	0.236	0.615
6_report	0.181	0.226	0.575
[routing by layer]
layer / up-vias / GRT usage, %
li1: 6618 / -
met1: 6750 / 39.0
met2: 548 / 50.1
met3: 105 / 3.91
met4: 0 / 8.59
met5: - / 0
[worst max-delay path: stages]
cell             delay (ns)
clkdlybuf4s50_1        0.39
buf_4                  0.27
nand2b_1               0.44
o221ai_4               0.29
buf_4                  0.59
ha_1                   0.29
inv_1                  0.07
o41ai_2                0.48
nand3_1                0.21
a21oi_1                0.28
xnor2_1                0.19
ha_1                   0.51
nand4_1                0.22
nor2_1                 0.19
and2_1                 0.27
a21boi_0               0.58
o31a_1                 0.44
o21bai_1               0.18
xor2_1                 0.30
o211ai_1               0.20
a22o_1                 0.23
[final cells by class]
class                   instances  area, um2  area share [%]
clock inverters                 7        109           0.683
inverters                      99        372            2.33
repair buffers                312       2980            18.7
multi-input cells            1413      10100            63.5
clock buffers                   9        225            1.41
well taps                     532        666            4.18
flip-flops and latches         73       1460            9.17
