==> design/flow/design.v <==
module MEM (
    input clk,
    input rst_n,
    input en,
    input stage_EX_MEM__MEM_regwrite,
    input stage_EX_MEM__MEM_memtoreg,
    input stage_EX_MEM__MEM_memread,
    input stage_EX_MEM__MEM_memwrite,
    input [31:0] stage_EX_MEM__MEM_alures,  
    input [31:0] stage_EX_MEM__MEM_store_data,
    input [4:0]  stage_EX_MEM__MEM_rd_id,
    output          MEM__HDUbr_memread,
    output [31:0]   MEM__EX_ID_for_help,
    output [4:0]    MEM__FUbr_rd_id,
    output          MEM__FU_FUbr_regwrite,
    output reg      stage_MEM_WB__WB_memtoreg,
    output reg      stage_MEM_WB__WB_regwrite,
    output reg [32-1:0] stage_MEM_WB__WB_memdata,
    output reg [31:0] stage_MEM_WB__WB_regdata,
    output reg [4:0]  stage_MEM_WB__WB_rd_id 
);
wire [32-1:0] rdata;
ram_sync_1r1w
#(
  .DATA_WIDTH (32),
  .ADDR_WIDTH (32),
  .DEPTH( 2**32)
) memory (
  .clk(clk),
  .wen(stage_EX_MEM__MEM_memwrite),
  .wadr(stage_EX_MEM__MEM_alures[32-1:0]),
  .wdata(stage_EX_MEM__MEM_store_data[32-1:0]),
  .ren(stage_EX_MEM__MEM_memread),
  .radr(stage_EX_MEM__MEM_alures[32-1:0]),
  .rdata(rdata)
);
assign MEM__HDUbr_memread = stage_EX_MEM__MEM_memread;
assign MEM__EX_for_help   = stage_EX_MEM__MEM_alures;
assign MEM__FUbr_rd_id    = stage_EX_MEM__MEM_rd_id;
assign MEM__FU_FUbr_regwrite = stage_EX_MEM__MEM_regwrite;
always@(posedge clk) begin
    if(!rst_n) begin
        stage_MEM_WB__WB_memtoreg <= 0;
        stage_MEM_WB__WB_regwrite <= 0;
        stage_MEM_WB__WB_memdata <= 0;
        stage_MEM_WB__WB_regdata <= 0;
        stage_MEM_WB__WB_rd_id <= 0;
    end
    else begin
        if(en) begin
            stage_MEM_WB__WB_regwrite <= stage_EX_MEM__MEM_regwrite;
            stage_MEM_WB__WB_memtoreg <= stage_EX_MEM__MEM_memtoreg;
            stage_MEM_WB__WB_memdata  <= rdata;
            stage_MEM_WB__WB_regdata  <= stage_EX_MEM__MEM_alures;
            stage_MEM_WB__WB_rd_id    <=  stage_EX_MEM__MEM_rd_id; 
        end
    end
end
endmodule
module ram_sync_1r1w
#(
  parameter DATA_WIDTH = 8,
  parameter ADDR_WIDTH = 7,
  parameter DEPTH = 128
)(
  input clk,
  input wen,
  input [ADDR_WIDTH - 1 : 0] wadr,
  input [DATA_WIDTH - 1 : 0] wdata,
  input ren,
  input [ADDR_WIDTH - 1 : 0] radr,
  output [DATA_WIDTH - 1 : 0] rdata
);
  // synopsys translate_off
  reg [DATA_WIDTH - 1 : 0] rdata_reg;
  reg [DATA_WIDTH - 1 : 0] mem [DEPTH - 1 : 0];
  always @(posedge clk) begin
    if (wen) begin
      mem[wadr] <= wdata;  
    end
    if (ren) begin
      rdata_reg <= mem[radr];  
    end
  end
  // synopsys translate_on
  assign rdata = rdata_reg;
endmodule
==> design/flow/run.sh <==
#!/bin/bash
# OpenROAD 26Q1-2900-gdf79404cd8, Yosys 0.63+post, stock flow scripts
make -C /OpenROAD-flow-scripts/flow DESIGN_CONFIG=/design/flow/config.mk WORK_HOME=/design/flow/orfs finish
==> design/flow/config.mk <==
export PLATFORM = sky130hd
export DESIGN_NAME = MEM
export DESIGN_NICKNAME = MEM
export VERILOG_FILES = /design/flow/design.v
export SDC_FILE = /design/flow/constraint.sdc
export NUM_CORES = 4
export LEC_CHECK = 1
export CORE_AREA = 10 10 129 129
export DIE_AREA = 0 0 139 139
==> design/flow/constraint.sdc <==
current_design MEM

set clk_period 1.0
set clk_io_pct 0.2

create_clock -name clk0 -period $clk_period [get_ports {clk}]

set non_clock_inputs [all_inputs -no_clocks]
set_input_delay [expr $clk_period * $clk_io_pct] -clock clk0 $non_clock_inputs
set_output_delay [expr $clk_period * $clk_io_pct] -clock clk0 [all_outputs]
==> run summary <==
impl run done, here's what came out: status=finished, final reports clean, combinational power share=13.7%, Total Die Area=19300 µm², number of I/O port buffers=86, Post-Route Hold Slack=0.279 ns, most used routing layer in global routing=met2, setup total negative slack=0 ns, first-pass GRT wire length=7990 µm, I/O pin cnt=186, mean number of vias per cell=2.91, clock-pin slew reported for the worst setup and hold paths after clock tree synthesis=0.06 ns, chip width=139 µm, unrepaired setup endpoints after global routing=no, GRT met3 Usage=2.12%, crit path DAT=0.71 ns, worst slack after detailed placement=-0.353 ns, overflow left after global routing=0, number of OpenROAD warnings=58, Final Power=3790 µW, pin count of the biggest net entering global routing=40, total number of yosys warnings=37, Placed Area=2820 µm², clock share of power=41.3%, post-route clock period utilization=91.3%, Inserted Diodes=0, fin. max-slew vios=0, Root Driver=sky130_fd_sc_hd__clkbuf_16, number of antenna violations at the first check in global routing=0, floorplan utilization=14.6%, detailed-route via count=1337, H-Tree Depth=2, deepest clock path buffer count=2, Worst Clk Skew=0 ns, CP Launch Type=flip-flop, antenna viol nets, final=0, summed area of non-filler cells in the final layout=2800 µm², global routing met2 resource utilization=7.62%, # setup viols final=0, Crit Reg-Reg Startpoint=stage_MEM_WB__WB_regdata[26], number of clock sinks=39, met1 Resource Use GR=6.30%, switching part of the total power=22.7%, sequential share of the synthesized area=38.5%, yosys synthesis chip area=2030 µm², floorplan row count=43, fraction of power consumed by sequential logic=45.0%, Leak=0.00133 µW, maximum fanout count along the critical path=2, number of buffers added for setup after CTS=0, CTS-repair resized insts=163, post-synthesis cell type count=9, largest incremental delay on the critical path=0.32 ns, syn_area_per_cell=10.2 µm², clock tree from TritonCTS=built, crit path setup slack, layout=0.0868 ns, time the final worst path needs with I/O delays and setup=0.913 ns, number of CTS-inserted buffers=5, Worst Setup End Kind=primary output, Synth-to-Final Area Change=38.2%, Worst Reg2Reg Path Length in Cells=2, clk ins delay skew pair=0.28 ns, Core Box Area=13900 µm², highest attainable clock frequency=1100 MHz, WL final=5230 µm, chain of cells forming the critical path=buf_2, Reg2Reg Setup Slack=0.38 ns, hold-fix buffer count after cts=0, area of the mapped netlist=2030 µm², VDD IR-drop max=545 µV, fraction of final layout cells with drive strength greater than 1=33.0%, proportion of netlist area held by the largest area contributor=38.5%, number of cells on the worst hold path=3, Sw Pwr=861 µW, count of mapped cells out of synthesis=198, cell internal power dissipation=2930 µW, number of maximum-capacitance constraint violations=0, routed wirelength normalized by instance count=11.4 µm, Global Route Usage Sum=4.95%, cell total in the yosys stat output=198, Critical Setup Path Class=flip-flop to primary output, Die H=139 µm, Main area contributors=sky130_fd_sc_hd__dfxtp_1 39%, sky130_fd_sc_hd__buf_4 27%, sky130_fd_sc_hd__mux2i_1 19%, sky130_fd_sc_hd__nor2b_1 12%, sky130_fd_sc_hd__buf_12 0.99%, ratio of total power to cell area=1350 nW/µm², endpoint of the worst-slack reg-to-reg timing path=stage_MEM_WB__WB_regdata[26], Critical Path Slowest Stage Cell=sky130_fd_sc_hd__dfxtp_2, number of remaining DRC errors=0, cell family with most CP delay=flip-flops, final hold violations=0, number of synthesized register bits=39, estimated wirelength of the detail-placed design=4100 µm, Layout fillers=1517, Yosys top cell by area=sky130_fd_sc_hd__dfxtp_1, routability congestion estimate=0.731, Buffers & Inverters on Critical Path=1, worst min-delay path category=input pin to flip-flop, vias in the first global route=1486, end point of the worst hold path=stage_MEM_WB__WB_rd_id[4], worst hold path startpoint=stage_EX_MEM__MEM_rd_id[4], DR pass1 iterations=3, initial detailed-routing violation count=14, Worst Path Required=0.80 ns
-- final cells by class --
cell class	instances	area, µm²	share of cell area, %
well taps	180	225	8.04
clock inverters	1	5.00	0.179
clock buffers	7	133	4.74
multi-input cells	142	875	31.2
flip-flops and latches	39	830	29.6
repair buffers	90	733	26.2
-- layer usage --
| metal | part of all wire, % | up-vias |
|---|---|---|
| li1 | - | 656 |
| met4 | 2.5 | 0 |
| met1 | 45 | 586 |
| met5 | 0 | - |
| met3 | 7.9 | 8 |
| met2 | 45 | 87 |
-- state kept, by name, indices dropped and copies added, names as in the netlist --
| name | count |
|---|---|
| stage_MEM_WB__WB_memtoreg | 1 |
| stage_MEM_WB__WB_rd_id | 5 |
| stage_MEM_WB__WB_regdata | 32 |
| stage_MEM_WB__WB_regwrite | 1 |
-- worst max-delay path by stage --
stage,start,endpoint,slack [ns],cells after the start
finish,stage_MEM_WB__WB_memtoreg,stage_MEM_WB__WB_memtoreg,0.09,1
CTS,stage_MEM_WB__WB_regdata[23],stage_MEM_WB__WB_regdata[23],0.0005,1
global route,stage_MEM_WB__WB_regdata[13],stage_MEM_WB__WB_regdata[13],0.05,1
-- power groups by stage --
| stage | Clock, µW | Sequential [µW] | Combinational, µW |
|---|---|---|---|
| 5_1_grt | 1730 | 1720 | 592 |
| 6_report | 1570 | 1710 | 519 |
| 4_1_cts | 1680 | 1710 | 557 |
-- through the flow --
step	utilization (%)	cells
floorplan	-	261
global placement	20.3	451
detailed placement	20.3	451
CTS	20.6	459
global route	20.2	459
finish	20.2	459
-- synthesized netlist by cell type, drive strengths merged --
| cell type | instances |
|---|---|
| clkbuf | 3 |
| dfxtp | 39 |
| buf | 77 |
| conb | 1 |
| mux2i | 39 |
| nor2b | 39 |
-- cell families (layout without fill, tap and decap cells) --
family	Yosys count	count (layout)	synth area share, %
simple gates	39	39	12.0
flops	39	39	38.5
other cells	1	64	0.185
buf+inv	80	98	30.0
mux	39	39	19.3
-- placed cells by master, fill, tap and decap left out --
master | netlist | layout
sky130_fd_sc_hd__clkinv_2 | 0 | 1
sky130_fd_sc_hd__dfxtp_2 | 0 | 39
sky130_fd_sc_hd__mux2i_1 | 39 | 39
sky130_fd_sc_hd__clkbuf_2 | 0 | 12
sky130_fd_sc_hd__clkdlybuf4s50_1 | 0 | 34
sky130_fd_sc_hd__conb_1 | 1 | 64
sky130_fd_sc_hd__dlygate4sd2_1 | 0 | 9
sky130_fd_sc_hd__nor2b_1 | 39 | 39
sky130_fd_sc_hd__clkbuf_16 | 0 | 5
sky130_fd_sc_hd__buf_2 | 1 | 28
sky130_fd_sc_hd__buf_12 | 1 | 4
sky130_fd_sc_hd__clkdlybuf4s15_2 | 0 | 3
sky130_fd_sc_hd__clkbuf_1 | 3 | 2
Power figures rest on the tool's default switching activity, not on a simulated workload.
