$ cat design/flow/design.v
module WB (
    input                   stage_MEM_WB__WB_memtoreg,
    input                   stage_MEM_WB__WB_regwrite,
    input [32-1:0] stage_MEM_WB__WB_memdata,
    input [31:0]            stage_MEM_WB__WB_regdata,
    input [4:0]             stage_MEM_WB__WB_rd_id,
    output                  WB__FU_RF_regwrite,
    output[4:0]             WB__FU_RF_rd_id,
    output [31:0]           WB__RF_data
);
assign WB__RF_data = stage_MEM_WB__WB_memtoreg?stage_MEM_WB__WB_memdata:stage_MEM_WB__WB_regdata;
assign WB__FU_RF_regwrite = stage_MEM_WB__WB_regwrite;
assign WB__FU_RF_rd_id    = stage_MEM_WB__WB_rd_id;
endmodule
$ cat design/flow/run.sh
#!/bin/bash
# OpenROAD 26Q1-2900-gdf79404cd8, Yosys 0.63+post, stock flow scripts
make -C /OpenROAD-flow-scripts/flow DESIGN_CONFIG=/design/flow/config.mk WORK_HOME=/design/flow/orfs finish
$ cat design/flow/config.mk
export PLATFORM = sky130hd
export DESIGN_NAME = WB
export DESIGN_NICKNAME = WB
export VERILOG_FILES = /design/flow/design.v
export SDC_FILE = /design/flow/constraint.sdc
export NUM_CORES = 4
export LEC_CHECK = 1
export CORE_AREA = 10 10 71 71
export DIE_AREA = 0 0 81 81
$ cat design/flow/constraint.sdc
current_design WB

set clk_period 1.0
set clk_io_pct 0.2

create_clock -name clk0 -period $clk_period

set non_clock_inputs [all_inputs -no_clocks]
set_input_delay [expr $clk_period * $clk_io_pct] -clock clk0 $non_clock_inputs
set_output_delay [expr $clk_period * $clk_io_pct] -clock clk0 [all_outputs]
==> results.py <==
# Synthesis and PnR figures
metrics = {
    "outcome": {
        "status": "complete, but fails checks",
        "failed_checks": "setup timing",
    },
    "final_timing": {
        "rsz0062_at_grt": "true",
        "slew_viol_final": 0,
        "slew_headroom_pct": 94.5,
        "setup_tns_ns": -3.42,
        "whs_ns": 0.400,
        "fin_ws_ns": -0.186,
        "fin_crit_sh_pct": 119,
        "worst_pin_slew_ns": 0.0819,
        "hold_viol": 0,
        "setup_viol": 32,
        "max_freq_mhz": 843,
        "min_period_ns": 1.19,
    },
    "setup_path": {
        "critPathMaxFanout": 6,
        "arrival_ns": 0.99,
        "worstSetupEndpointType": "output pin",
        "cp.required_ns": 0.80,
        "critPathLaunchType": "input port",
        "crit_type": "in -> out",
    },
    "cells_and_area": {
        "syn_to_final_growth_pct": 167,
        "fin_area_mm2": 0.00157,
        "stdcell_count": 184,
        "design.seq.count": 0,
        "clkbuf_count": 0,
        "final_core_util_pct": 43.3,
        "drive_gt1_share_pct": 52.9,
        "regArea_um2": 0,
    },
    "yosys": {
        "synthCells": 42,
        "ys_cells": 42,
        "synth_cell_types": 5,
        "yosys_area_um2": 589,
        "yosysSeqAreaShare_pct": 0,
        "syn_avg_cell_area_um2": 14.0,
        "yosysWarnings": 0,
        "syn_area_um2": 589,
    },
    "pwr": {
        "ir_worst_vdd_v": 0.000141,
        "report.power.total_uw": 635,
        "leakage_nw": 0.820,
        "power.density_mw_per_mm2": 404,
    },
    "die": {
        "dieArea_mm2": 0.00656,
        "initial_core_util_pct": 16.2,
        "io_pins": 109,
        "die_w_um": 81,
        "rows": 22,
        "core_area_mm2": 0.00363,
        "die_h_um": 81,
    },
    "placement": {
        "dp.cells": 180,
        "hpwl_mm": 2.75,
        "gp_congestion": 0.877,
        "pre_cts_ws_ns": -0.547,
        "placed_cell_area_mm2": 0.00156,
        "port_buffers": 97,
    },
    "grt": {
        "grt_usage_pct": 8.08,
        "grt_remaining_overflow": 0,
        "grt_pass1_wl_mm": 4.21,
        "grt_max_degree": 11,
        "antenna_found_initial": 0,
        "grt_pass1_vias": 752,
    },
    "route": {
        "ant_nets": 0,
        "dr_total_vias": 688,
        "wirelength_mm": 2.94,
        "via_per_inst": 3.74,
        "remaining_drc_errors": 0,
        "post_drt_wl_per_cell_um": 16.0,
        "dr.pass1.iters": 2,
        "antenna_cells": 0,
        "initialDrtViolationCount": 3,
    },
    "clocking": {
        "hold_buffers": 0,
    },
    "flow_run": {
        "log.warning_count": 34,
        "drv_cap": 0,
    },
    "min_path": {
        "hp-class": "in -> out",
        "whs_path_depth": 0,
    },
}
==> cells in the final DEF (no fill, tap or decap), drive strengths merged <==
| master | count |
|---|---|
| dlygate4sd2 | 45 |
| clkdlybuf4s50 | 18 |
| dlymetal6s2s | 1 |
| buf | 40 |
| mux2 | 32 |
==> final timing paths <==
path                                   from                  to  slack, ns
hold / removal    stage_MEM_WB__WB_rd_id[1]  WB__FU_RF_rd_id[1]       0.40
setup / recovery  stage_MEM_WB__WB_memtoreg     WB__RF_data[25]      -0.19
==> metal layers <==
| metal | vias up | share of wire [%] | global-route usage, % | wire length (um) |
|---|---|---|---|---|
| met5 | - | 0 | 0 | 0 |
| met4 | 0 | 0.41 | 0.173 | 12 |
| met3 | 2 | 14 | 3.90 | 401 |
| met2 | 52 | 51 | 15.0 | 1490 |
| met1 | 298 | 35 | 8.57 | 1040 |
| li1 | 336 | - | - | - |
==> timing repair <==
action / 4_1_cts / 5_1_grt
buffers inserted: 3 / 0
resized: 160 / 15
cloned: 1 / 0
endpoints found under the setup margin: 32 / 32
==> power breakdown <==
| group | switching, mW | total, mW | internal (mW) |
|---|---|---|---|
| Clock | 0 | 0 | 0 |
| Sequential | 0 | 0 | 0 |
| Combinational | 0.138 | 0.635 | 0.497 |
==> Yosys cell counts (all sizes together) <==
cell	number	area, um2
buf	10	116
mux2	32	473
==> worst max-delay path, cell delays in order <==
cell    delay [ns]
buf_12        0.12
buf_12        0.13
buf_4         0.13
mux2_4        0.28
buf_2         0.12
==> cells by family (layout without fill, tap and decap cells) <==
kind of cell  after synthesis  count (layout)  share of synthesized area (%)
buf+inv                    10             104                           19.7
mux                        32              32                           80.3
==> final cells by class <==
cell class	count	area, um2
Fill cell	360	2060
Timing Repair Buffer	104	1040
Multi-Input combinational cell	32	473
Tap cell	48	60.1
Power and IR drop assume default switching activity.
